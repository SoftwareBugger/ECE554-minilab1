### flow/constraint.sdc
current_design Multi_single

set clk_period 10.7
set clk_io_pct 0.2

create_clock -name clk0 -period $clk_period [get_ports {clk}]

set non_clock_inputs [all_inputs -no_clocks]
set_input_delay [expr $clk_period * $clk_io_pct] -clock clk0 $non_clock_inputs
set_output_delay [expr $clk_period * $clk_io_pct] -clock clk0 [all_outputs]
### flow/run.sh
#!/bin/bash
# OpenROAD 26Q1-2900-gdf79404cd8, Yosys 0.63+post, stock flow scripts
make -C /OpenROAD-flow-scripts/flow DESIGN_CONFIG=/design/flow/config.mk WORK_HOME=/design/flow/orfs finish
### flow/design.v
module Multi_single
#(
    parameter WIDTH=8
)
(
    input [WIDTH-1:0] B,
    input [WIDTH-1:0] A,
    input FIFO_empty,
    input rst_n,
    input clk,
    input Clr,
    input EN,
    output EN_out,
    output FIFO_rd,
    output [WIDTH-1:0] B_next,
    output [3*WIDTH-1:0] C
);
    logic [WIDTH-1:0] B_ff, B_dff;
    logic EN_ff, EN_dff, EN_MAC;
    assign EN_out = EN_dff;
    assign B_next = B_dff;
    assign FIFO_rd = EN;
    always_ff @(posedge clk, negedge rst_n) begin
        if (!rst_n) begin
            B_ff <= 0;
            B_dff <= 0;
            EN_ff <= 0;
            EN_dff <= 0;
        end
        else begin
            if (Clr) begin
                B_ff <= 0;
                B_dff <= 0;
                EN_ff <= 0;
                EN_dff <= 0;
            end
            else begin
                B_ff <= B;
                B_dff <= B_ff;
                EN_ff <= EN;
                EN_dff <= EN_ff;
            end
            if (EN | EN_ff) begin
                EN_MAC <= 1;
            end
            else begin
                EN_MAC <= 0;
            end
        end
    end
    MAC
    #(
        .DATA_WIDTH(WIDTH)
    ) mac
    (
        .clk(clk),
        .rst_n(rst_n),
        .En(EN_MAC),
        .Clr(Clr),
        .Ain(A),
        .Bin(B),
        .Cout(C)
    );
endmodule
module MAC #
(
parameter DATA_WIDTH = 8
)
(
input clk,
input rst_n,
input En,
input Clr,
input [DATA_WIDTH-1:0] Ain,
input [DATA_WIDTH-1:0] Bin,
output [DATA_WIDTH*3-1:0] Cout
);
logic [DATA_WIDTH*3-1:0] Cout_in, sum;
assign Cout = Cout_in;
always_ff @(posedge clk, negedge rst_n) begin
    if (!rst_n) begin
        Cout_in <= 0;
        sum <= 0;
    end
    else if (Clr) begin
        Cout_in <= 0;
        sum <= 0;
    end
    else if (En) begin
        sum <= (Ain * Bin);
        Cout_in <= Cout_in + sum;
    end
end
endmodule
### flow/config.mk
export PLATFORM = sky130hd
export DESIGN_NAME = Multi_single
export DESIGN_NICKNAME = Multi_single
export VERILOG_FILES = /design/flow/design.v
export SDC_FILE = /design/flow/constraint.sdc
export NUM_CORES = 4
export LEC_CHECK = 1
export CORE_UTILIZATION = 50
==> flow_summary.toml <==
# physical design summary
[sta]
tns_ns = 0
rsz0062_at_grt = "no"
tightest_slew_ns = 0.877
timing.fmax_mhz = 152
hold_viol_final = 0
fin_hold_ws_ns = 0.451
maxSlewHeadroom_pct = 40.8
period_minus_slack_ns = 6.56
timing.final.crit_share_pct = 61.3
clock_skew_ns = 0.0134
slew_viol_final = 0
final-setup-viol-count = 0

[placement]
place_hpwl_mm = 7.78
place.gp.congestion = 0.889
port_buffers = 53

[layout]
logic_area_um2 = 3470
postLayoutCoreUtil_pct = 60.7
layout_top_cell_excl_fill_tap = "dfrtp_1"
lay_top_cells = "58 x dfrtp_1, 52 x inv_1, 52 x ha_1"
syn_to_final_growth_pct = 15.9
n_fill_cell = 852
regArea_um2 = 1480
layout-drive-gt1-share_pct = 5.65

[status]
status = "finished clean"

[synthesis]
synth_cell_types = 65
postSynthCellCount = 543
edf_count = 1
yosysWarnings = 2
ys_seq_share_pct = 28.4
ys_ff = 59
yosys_area_um2 = 5210
ys_async_sr_fraction_pct = 98.3
synth_area_um2 = 5210
synth-cells-yosys = 543
syn-mean-instance-area_um2 = 9.59
flop_cell = "dfrtp_1"

[route]
drc = 0
antenna_cells = 0
viasPerCell = 5.53
via_count = 4065
routed_wl_mm = 10.4
ant_nets = 0
drt_iter0_drc = 131
wl_per_cell_um = 14.1
dr.pass1.iters = 7

[clock_network]
clkTransAtPathRegs_ns = 0.07
post_cts_buffers = 0
htree_num_levels = 3
cts_sinks = 59
clkLatencyLatePin_ns = 0.34
tritoncts = "done"
cts_buffers = 9
clock_path_buffers = 2
ctsHoldBuffers = 0
cts_root_buf = "clkbuf_8"
cts_resized = 0

[grt]
top_usage_layer = "met1"
grt_max_degree = 64
grt_overflow = 0
use_met2_pct = 30.9
grt_first_pass_wirelength_mm = 18.0
antenna_found_initial = 0
track_usage_pct = 21.2
grt_pass1_vias = 3822
grt_util_met3_pct = 6.25
met1_usage_pct = 34.2

[flow_run]
maxCapViolCount = 0
warning_count = 27

[floorplanning]
fp_util_pct = 52.3
die_w_um = 104
core_region_area_um2 = 9950
die_h_um = 104
io_pins = 55
dieArea_um2 = 10800
rows = 36

[power]
leakage_uw = 0.00293
p_per_area_nw_per_um2 = 154
ir_drop_uv = 101

[worst_setup_path]
critPathArrivalTime_ns = 6.79
cp-end-kind = "register"
cp_cell_sequence = "clkdlybuf4s50_1 -> nand2_1 -> fa_1 -> fa_1 -> inv_1 -> fa_1 -> inv_1 -> fa_1 -> inv_1 -> ha_1 -> o21a_1 -> a21oi_1 -> o22ai_1 -> o41ai_1 -> nor4_1 -> a211o_1"
crit_fanout = 8
cp-start-kind = "input pin"
cp_common_cell = "fa_1"
slowest_stage = "clkdlybuf4s50_1"
path_class = "input pin to register"
worstPathRequired_ns = 10.93
max_stage_delay_ns = 0.65

[min_path]
hold_path_class = "register to register"
[cells by family after synthesis]
| logic type | Yosys count | share of synthesized area, % |
|---|---|---|
| muxes | 13 | 2.52 |
| xor gates and xnor gates | 13 | 2.19 |
| DFF | 59 | 28.4 |
| and+or+nand+nor | 196 | 20.7 |
| buffers and inverters | 67 | 4.95 |
| adders and majority gates | 89 | 26.7 |
| AOI/OAI and AO/OA | 106 | 14.5 |
[where the power goes]
| group | internal, µW | switching, µW |
|---|---|---|
| clock | 89.1 | 87.3 |
| sequential | 253 | 21.7 |
| combinational | 223 | 253 |
[synthesized netlist by cell type, types with 4 or more instances]
| cell type | n | area [µm²] |
|---|---|---|
| dfrtp_1 | 58 | 1450 |
| ha_1 | 52 | 651 |
| inv_1 | 52 | 195 |
| and2_1 | 50 | 313 |
| nand2_1 | 39 | 146 |
| nor2_1 | 38 | 143 |
| fa_1 | 37 | 741 |
| a21oi_1 | 22 | 110 |
| nor2b_1 | 21 | 131 |
| o21ai_0 | 13 | 65.1 |
| mux2i_1 | 12 | 120 |
| a21o_1 | 9 | 67.6 |
| nand3_1 | 9 | 45.0 |
| xnor2_1 | 9 | 78.8 |
| a211oi_1 | 8 | 60.1 |
| clkbuf_1 | 8 | 30.0 |
| o211ai_1 | 8 | 60.1 |
| nor3_1 | 6 | 30.0 |
| o21a_1 | 5 | 37.5 |
| o31ai_1 | 5 | 37.5 |
| a211o_1 | 4 | 35.0 |
| a22o_1 | 4 | 35.0 |
| a31oi_1 | 4 | 25.0 |
| nand4b_1 | 4 | 35.0 |
| or3_1 | 4 | 25.0 |
| or4_1 | 4 | 30.0 |
| xor2_1 | 4 | 35.0 |
[flip-flops by register name (all words and copies together), names as in the netlist]
name         cells
EN_ff            1
EN_dff           1
B_ff             8
B_dff            8
EN_MAC           1
mac.sum         16
mac.Cout_in     24
[routing by layer]
| layer | up-vias | part of all wire, % | routed length (µm) |
|---|---|---|---|
| li1 | 1989 | - | - |
| met1 | 1968 | 47 | 4880 |
| met2 | 98 | 46 | 4830 |
| met3 | 10 | 5.6 | 582 |
| met4 | 0 | 1.0 | 106 |
| met5 | - | 0 | 0 |
[final timing paths]
| path | from | end | slack [ns] | depth (start not counted) |
|---|---|---|---|---|
| setup / recovery | A[0] | mac.sum[13] | 4.14 | 16 |
| hold / removal | B_ff[6] | B_dff[6] | 0.45 | 1 |
| setup reg to reg | mac.Cout_in[12] | mac.Cout_in[19] | 7.99 | 7 |
| hold reg to reg | B_ff[6] | B_dff[6] | 0.45 | 1 |
| max in group asynchronous | rst_n | mac.Cout_in[1] | 8.10 | 2 |
| min in group asynchronous | rst_n | mac.Cout_in[23] | 1.71 | 1 |
[cell type report]
| class | count | share of cell area [%] |
|---|---|---|
| clock inverters | 5 | 0.477 |
| well taps | 133 | 2.76 |
| clock buffers | 11 | 2.34 |
| multi-input cells | 417 | 57.5 |
| repair buffers | 57 | 9.12 |
| inverters | 53 | 3.29 |
| flip-flops and latches | 59 | 24.5 |
[critical path: cells and delay by family]
family / cells / cell delay (ns)
adder cells (fa/ha/maj): 5 / 2.48
AND-OR/OR-AND: 5 / 1.14
AND/OR/NAND/NOR: 2 / 0.21
buffers and inverters: 4 / 0.81
[stage by stage]
stage	setup WS (ns)	cells	power, µW	area, µm²
floorplan	4.81	543	635	5210
global placement	3.75	719	756	5870
detailed placement	3.78	719	758	5870
CTS	4.12	735	944	6040
global route	3.81	735	1020	6040
finish	4.14	735	928	6040
Power is estimated from default activity; no workload was simulated.
