[flow/design.v]
module FIFO
#(
  parameter DEPTH=8,
  parameter DATA_WIDTH=8
)
(
  input  clk,
  input  rst_n,
  input  rden,
  input  wren,
  input  [DATA_WIDTH-1:0] i_data,
  output [DATA_WIDTH-1:0] o_data,
  output full,
  output empty
);
parameter cnt_width = $clog2(DEPTH);
logic [cnt_width:0] cnt;
logic [cnt_width-1:0] rptr;
logic [cnt_width-1:0] wptr;
logic [DATA_WIDTH-1:0] o_data_in;
logic [DATA_WIDTH-1:0] FIFO [DEPTH-1:0];
assign full = (cnt==DEPTH) ? 1'b1 : 1'b0;
assign empty = (cnt==0) ? 1'b1 : 1'b0;
assign o_data = o_data_in;
always_ff @(posedge clk, negedge rst_n) begin
  if (rst_n==1'b0) begin
    cnt <= 0;
    rptr <= 0;
    wptr <= 0;
  end
  else if (wren==1'b1 && !full && rden==1'b1 && !empty) begin
    cnt <= cnt;
    FIFO[wptr] <= i_data;
    o_data_in <= FIFO[rptr];
    if (wptr == DEPTH-1) wptr <= 0;
    else wptr <= wptr + 1;
    if (rptr == DEPTH-1) rptr <= 0;
    else rptr <= rptr + 1;
  end
  else begin
    if (wren==1'b1 && !full) begin
      FIFO[wptr] <= i_data;
      cnt <= cnt + 1;
      if (wptr == DEPTH-1) wptr <= 0;
      else wptr <= wptr + 1;
    end
    if (rden==1'b1 && !empty) begin
      o_data_in <= FIFO[rptr];
      cnt <= cnt - 1;
      if (rptr == DEPTH-1) rptr <= 0;
      else rptr <= rptr + 1;
    end 
  end
end
endmodule
[flow/run.sh]
#!/bin/bash
# OpenROAD 26Q1-2900-gdf79404cd8, Yosys 0.63+post, stock flow scripts
make -C /OpenROAD-flow-scripts/flow DESIGN_CONFIG=/design/flow/config.mk WORK_HOME=/design/flow/orfs finish
[flow/config.mk]
export PLATFORM = sky130hd
export DESIGN_NAME = FIFO
export DESIGN_NICKNAME = FIFO
export VERILOG_FILES = /design/flow/design.v
export SDC_FILE = /design/flow/constraint.sdc
export NUM_CORES = 4
export LEC_CHECK = 1
export CORE_UTILIZATION = 40
[flow/constraint.sdc]
current_design FIFO

set clk_period 2.8
set clk_io_pct 0.2

create_clock -name clk0 -period $clk_period [get_ports {clk}]

set non_clock_inputs [all_inputs -no_clocks]
set_input_delay [expr $clk_period * $clk_io_pct] -clock clk0 $non_clock_inputs
set_output_delay [expr $clk_period * $clk_io_pct] -clock clk0 [all_outputs]
==> impl_metrics.py <==
# Metrics from the implementation run
metrics = {
    "hold_path": {
        "min_path_type": "in -> async",
    },
    "grt": {
        "antenna_found_initial": 0,
        "first_global_vias": 1944,
        "grt_max_degree": 19,
        "grt_use_total": 0.1660,
        "grt_pass1_wl_mm": 9.922,
        "overflow": 0,
    },
    "job": {
        "drv_cap": 0,
        "warnings": 33,
    },
    "critical_path": {
        "crit_path_start_kind": "flop",
        "slowest_stage": "or4b_4",
        "path_cells": "or4b_4, inv_2, clkdlybuf4s50_1",
        "ff2ff_path_depth": 7,
        "arrival_ns": 1.92,
        "cp-end-kind": "output port",
        "critPathRequiredTime_ns": 2.24,
        "critPathMaxFanout": 6,
        "critPathKind": "reg -> out",
        "max_stage_delay_ns": 0.59,
    },
    "timing": {
        "fmax_mhz": 403.4,
        "finalHoldViolations": 0,
        "fin_setup_tns_ns": 0,
        "setup_viol_count_final": 0,
        "rsz0062_at_grt": "no",
        "slew_headroom": 0.5238,
        "min_period_over_period": 0.8854,
        "slew_viol_final": 0,
        "tightest_slew_ns": 0.7143,
        "fin_worst_skew_ns": 0.01250,
        "finalCriticalPeriod_ns": 2.479,
    },
    "yosys": {
        "yosysTopAreaCell": "edfxtp_1",
        "ff_type": "edfxtp_1",
        "yosysTopAreaCellShare": 0.6467,
        "syn_area_sq_um": 3343,
        "edf_count": 72,
        "topCellsByArea": "edfxtp_1 (65%), dfrtp_1 (7.5%), ha_1 (5.2%), a222oi_1 (2.4%), a221oi_1 (1.6%)",
        "async_flop_share": 0.1220,
        "synth_cells": 210,
        "ys_seq_elements": 82,
        "syn_avg_cell_area_sq_um": 15.92,
        "yosysUniqueCellTypes": 33,
        "ys_cells": 210,
        "synth_warnings": 2,
        "yosys-stat-area_sq_um": 3343,
        "synth_seq_share": 0.7216,
    },
    "drt": {
        "dr.pass1.iters": 4,
        "drtIter0Drc": 136,
        "vias": 1869,
        "drc": 0,
        "antenna_left": 0,
        "wl_per_cell_um": 18.52,
        "wl_mm": 6.352,
        "viasPerCell": 5.449,
        "antennaDiodeCount": 0,
    },
    "cells_and_area": {
        "final_layout_top_logic_cells": "edfxtp_1 (72), clkdlybuf4s50_1 (21), ha_1 (14)",
        "drive_gt1_frac": 0.1037,
        "synthToLayoutAreaGrowth_pct": 15.34,
        "utilization": 0.4889,
        "final_common_cell": "edfxtp_1",
    },
    "cts": {
        "cts_max_level": 3,
        "cts_made_buffers": 9,
        "cts_tree": "yes",
        "cts_root_buf": "clkbuf_8",
        "path_clk_slew_ns": 0.08,
        "clock_sinks": 82,
        "cts_buffer_depth": 2,
        "post_cts_buffers": 0,
        "ctsHoldBuffers": 0,
        "cts_resized": 0,
        "clk_latency_ns": 0.35,
    },
    "die": {
        "core_sq_um": 7888,
        "initCoreUtil": 0.4239,
        "die_area_sq_um": 8727,
        "die-height_um": 93.42,
        "boundaryPins": 22,
        "rows": 32,
        "die_x_um": 93.42,
    },
    "power_and_ir_drop": {
        "p_int_mw": 2.450,
        "leakage_nw": 1.378,
        "p_per_area_nw_per_um2": 927.9,
        "pwr-share-seq": 0.465,
        "p_sw_frac": 0.3153,
        "comb_power_share": 0.308,
        "ir_worst_vdd_mv": 0.4071,
        "clkPwrFrac": 0.227,
        "switchingPower_mw": 1.128,
    },
    "placement": {
        "dp_hpwl_mm": 3.915,
        "io_buffers": 21,
        "place_congestion": 0.7639,
    },
    "outcome": {
        "outcome": "completed",
    },
}
-- per-layer routing --
metal | part of all wire | track usage | vias to the layer above | wire, um
li1 | - | - | 876 | -
met1 | 0.42 | 0.2454 | 896 | 2673
met2 | 0.45 | 0.2402 | 85 | 2864
met3 | 0.11 | 0.07858 | 12 | 671
met4 | 0.023 | 0.04103 | 0 | 143
met5 | 0 | 0 | - | 0
-- sequential cells by signal (all words and copies together), names as in the netlist --
register,count
FIFO,64
o_data_in,8
wptr,3
cnt,4
rptr,3
-- power by group through the flow --
stage | logic [mW] | registers (mW) | clock network (mW)
CTS | 1.12 | 1.66 | 0.820
global route | 1.25 | 1.68 | 0.876
finish | 1.10 | 1.66 | 0.811
-- path summary, 6_finish.rpt --
kind | start | endpoint | slack [ns]
max | cnt[1] | full | 0.32
min | rst_n | cnt[0] | 0.54
max reg2reg | cnt[1] | cnt[3] | 0.36
min reg2reg | cnt[3] | cnt[3] | 0.55
max in group asynchronous | rst_n | rptr[0] | 2.12
min in group clk0 | cnt[3] | cnt[3] | 0.55
-- logic make-up after synthesis --
group | synth area share
mux | 0.02395
compound gates | 0.1082
flops | 0.7216
xor+xnor | 0.007861
simple gates | 0.05876
fa+ha+maj | 0.05838
buf+inv | 0.02133
-- metrics by stage --
stage	total power, mW	worst slack, ns	hold slack (ns)	std cells	area [sq um]
5_1_grt	3.809	0.1175	0.5579	343	3856
3_5_place_dp	2.803	0.3011	0.5366	328	3674
4_1_cts	3.607	0.3040	0.5468	343	3856
6_report	3.578	0.3210	0.5377	343	3856
3_3_place_gp	2.794	0.3383	0.5373	328	3674
2_1_floorplan	2.416	0.6309	0.2644	210	3343
-- synth_stat cells, drive strengths merged (4+ instances only) --
cell,n
dfrtp,10
o21ai,9
inv,11
a21oi,10
clkbuf,5
and2,4
nand2,8
mux2,5
a221oi,6
edfxtp,72
nor2,10
a222oi,8
and3,8
ha,14
-- worst max-delay path: cells and delay by family, from the launching register on --
kind | cells | cell delay (ns)
buf+inv | 2 | 0.54
flops | 1 | 0.45
simple gates | 1 | 0.59
-- layout make-up --
type,instances,area (sq um)
Fill cell,673,4031
Sequential cell,82,2412
Multi-Input combinational cell,109,859.6
Timing Repair Buffer,24,232.7
Tap cell,102,127.6
Clock buffer,9,123.9
Clock inverter,6,58.81
Inverter,11,41.29
No activity file was given, so power comes from the tool's default toggle rates.
